<file path="design/flow/design.v">
module mainMemory(clock, data_in, address, MemWrite, MemRead, data_out);
	input clock, MemWrite, MemRead;
	input [31:0] data_in;
	input [9:0] address;
	output reg [31:0] data_out;
	reg [9:0] addressRegister;
	reg [31:0] ram[40:0];
	always @ ( posedge clock ) begin
		if ( MemWrite ) begin
			ram[address] = data_in;
		end
		addressRegister = address;
	end
	always @ (MemRead) begin
		data_out = ram[address];
	end
endmodule
</file>
<file path="design/flow/run.sh">
#!/bin/bash
# OpenROAD 26Q1-2900-gdf79404cd8, Yosys 0.63+post, stock flow scripts
make -C /OpenROAD-flow-scripts/flow DESIGN_CONFIG=/design/flow/config.mk WORK_HOME=/design/flow/orfs finish
</file>
<file path="design/flow/config.mk">
export PLATFORM = sky130hd
export DESIGN_NAME = mainMemory
export DESIGN_NICKNAME = mainMemory
export VERILOG_FILES = /design/flow/design.v
export SDC_FILE = /design/flow/constraint.sdc
export NUM_CORES = 4
export LEC_CHECK = 1
export CORE_UTILIZATION = 40
</file>
<file path="design/flow/constraint.sdc">
current_design mainMemory

set clk_period 25.9
set clk_io_pct 0.2

create_clock -name clk0 -period $clk_period [get_ports {clock}]

set non_clock_inputs [all_inputs -no_clocks]
set_input_delay [expr $clk_period * $clk_io_pct] -clock clk0 $non_clock_inputs
set_output_delay [expr $clk_period * $clk_io_pct] -clock clk0 [all_outputs]
</file>
==> results_slide.txt <==
Flow Results at a Glance

Yosys
  • Synth top cells by count: edfxtp_1, a221oi_1, mux2i_1, nor2_1
  • Mapped Area: 49900 µm²
  • Yosys chip area: 49900 µm²
  • Count leader, synth: edfxtp_1
  • Sequential share of the synthesized area: 78.9%
  • Synth Register Bits: 1312
  • Top cells by area: edfxtp_1, a221oi_1, mux2i_1
  • Synth Flop Type: edfxtp_1
  • Yosys synthesis warning count: 1
  • Ys cells: 2703
  • Syn avg cell area: 18.5 µm²
  • Cell Type Count: 48
  • Max-area cell share: 78.9%
  • Ys async rst share: 0%
  • Post-synth top area cell: edfxtp_1
  • Mapped Cells: 2703
  • EDFF count, synth: 1312

Setup path
  • Most common cell on crit path: buf_4
  • Worst Path Class, Setup: input port to output pin
  • Slowest cell delay on critical path: 0.66 ns
  • CP Cell Sequence: buf_8, buf_4, buf_4, and2_2, buf_4, buf_4, nand2_1, a31oi_1, o21ai_0, nand4_1, clkdlybuf4s50_1
  • Highest net fanout along the worst path: 61
  • Required @ worst endpoint: 20.72 ns
  • Startpoint Class: input port
  • Worst path arrival time: 9.62 ns
  • Crit. End Element: output pin
  • Slowest cell on the critical path: buf_4

Layout
  • Share of cells above drive strength 1: 17.1%
  • Area grow syn2layout: 14.9%
  • Logic cell area: 9820 µm²
  • Max reg flops: 1312
  • Register area: 39400 µm²
  • # fillers: 9840

Global route
  • Largest net degree at the start of global routing: 100
  • First-pass GRT wire length: 205000 µm
  • Vias in the first global route: 30200
  • Global route overflow: 0
  • Initial antenna violation count: 3
  • Tot GR Track Use: 25.1%

Final timing
  • Final period util: 57.1%
  • Setup TNS: 0 ns
  • Worst-Margin Slew: 1.03 ns
  • Final hold slack: 5.30 ns
  • Min Clock Period, post-route: 14.80 ns
  • Final setup viols: 0
  • Fmax: 67.6 MHz
  • Final Max Slew Viols: 0
  • RSZ-0062 raised after global routing: false
  • Slew HR: 31.4%
  • Fin worst setup slack: 11.10 ns
  • Hold Vio Cnt, Final: 0

Routing
  • Diode count: 0
  • Number of iterations in the first detailed-routing pass: 27
  • Via count: 28000
  • Drt total wl: 143000 µm
  • DRC Markers: 0
  • Vias per inst: 6.13
  • Routed Antenna Nets: 0
  • WL/cell: 31.4 µm
  • Initial drt markers: 1913

Power and ir drop
  • Switching power: 946 µW
  • Leakage: 17.8 nW
  • Clock power share: 42.2%
  • Power Density: 78.5 nW/µm²
  • Worst VDD drop: 0.0000742 V
  • P_int: 3.56 mW
  • Combinational share of power: 5.5%
  • Switching fraction of total power: 21.0%
  • Sequential group share of total power: 52.3%

Clock tree
  • CTS Sinks: 1312
  • Hold_buf cts: 0
  • H-tree depth: 4
  • Post-CTS Setup Inserts: 0
  • Total CTS buffers: 136
  • Buffer depth of the longest clock path: 3
  • Worst-path clk slew: 0.05 ns
  • CTS tree: built
  • Post-cts gate resize count: 0
  • Clk root buf: clkbuf_16

Die
  • Die H: 355 µm
  • Standard-cell row count: 129
  • Num ports: 77
  • Die W: 355 µm
  • Core Region: 124000 µm²
  • Die area: 126000 µm²
  • Fp_density: 40.3%

Worst hold path
  • Worst min path class: input port to flop
  • Hold path depth: 2
  • Hold Startpoint: data_in[9]
  • Hold Crit Endpoint: ram[10][9]

Job
  • Tool warnings: 31
  • Max Cap Violations: 0

Status
  • Status: completed

Placement
  • DPL Wire Length: 78300 µm
  • Place WS: 11.09 ns
  • Routability congestion estimate: 0.865
  • IO Port Bufs: 71
## critical path: cells and delay by family
kind | cells | cell delay [ns]
AND/OR/NAND/NOR | 3 | 0.69
buffers and inverters | 6 | 3.04
AND-OR/OR-AND | 2 | 0.49
## how the worst max path moves through the flow
stage	from	endpoint	slack [ns]	depth (start not counted)
finish	address[2]	data_out[19]	11.10	11
global route	address[2]	data_out[24]	10.85	11
CTS	address[2]	data_out[24]	11.04	11
## power by group through the flow
stage / Sequential (mW) / Combinational [mW] / Clock (mW)
CTS: 2.35 / 0.245 / 1.93
global route: 2.35 / 0.263 / 2.01
finish: 2.35 / 0.246 / 1.90
## per-layer routing
layer  global-route usage, %  up-vias  routed length [µm]
met1                    26.5    13700               43300
met4                    6.53       14                4740
met3                    23.9      292               30200
met5                    2.30        -                 330
met2                    35.6     2318               64900
li1                        -    11700                   -
## cell usage in the layout, fill, tap and decap left out, types with 3 or more instances in the layout
master and n:
edfxtp_1 1312, a221oi_1 330, clkbuf_16 140, buf_4 127, mux2i_1 124, mux2_2 94
o21ai_0 94, a22oi_1 72, nor2_1 72, clkdlybuf4s50_1 67, o22ai_1 59, nand2_1 51
nor2_4 42, o211ai_1 31, o22a_1 30, clkinv_1 30, clkbuf_1 27, mux4_2 26
o221ai_1 24, nand4_1 23, clkinv_2 20, nand3_1 18, a22o_1 14, bufinv_16 14
a21oi_1 12, a221o_1 11, a31oi_1 10, inv_6 7, nor3_4 4, inv_2 3
nor2b_4 3, a222oi_1 3, o2bb2ai_1 3, o2111ai_1 3, clkinv_8 3
## through the flow
| stage | total power [mW] | cells | area, µm² | utilization (%) |
|---|---|---|---|---|
| CTS | 4.53 | 4572 | 57300 | 46.3 |
| finish | 4.50 | 4572 | 57300 | 46.3 |
| global placement | 2.64 | 4330 | 53000 | 42.8 |
| detailed placement | 2.64 | 4330 | 53000 | 42.8 |
| floorplan | 2.52 | 2703 | 49900 | - |
| global route | 4.63 | 4572 | 57300 | 46.3 |
## layout make-up
cell class,instances,share of cell area (%)
clock buffers,167,6.29
well taps,1637,3.57
clock inverters,75,1.31
multi-input cells,1178,17.1
repair buffers,198,2.92
inverters,5,0.0371
flip-flops and latches,1312,68.7
## kinds of logic after synthesis
group	after synthesis	share of synthesized area (%)
flip-flops	1312	78.9
buffers and inverters	213	2.17
multiplexers	245	5.83
AND-OR/OR-AND	702	11.0
AND/OR/NAND/NOR	231	2.07
Power figures rest on the tool's default switching activity, not on a simulated workload.
