[flow/run.sh]
#!/bin/bash
# OpenROAD 26Q1-2900-gdf79404cd8, Yosys 0.63+post, stock flow scripts
make -C /OpenROAD-flow-scripts/flow DESIGN_CONFIG=/design/flow/config.mk WORK_HOME=/design/flow/orfs finish
[flow/config.mk]
export PLATFORM = sky130hd
export DESIGN_NAME = Instructions_memory
export DESIGN_NICKNAME = Instructions_memory
export VERILOG_FILES = /design/flow/design.v
export SDC_FILE = /design/flow/constraint.sdc
export NUM_CORES = 4
export LEC_CHECK = 1
export CORE_AREA = 10 10 76 76
export DIE_AREA = 0 0 86 86
[flow/constraint.sdc]
current_design Instructions_memory

set clk_period 3.6
set clk_io_pct 0.2

create_clock -name clk0 -period $clk_period [get_ports {clock}]

set non_clock_inputs [all_inputs -no_clocks]
set_input_delay [expr $clk_period * $clk_io_pct] -clock clk0 $non_clock_inputs
set_output_delay [expr $clk_period * $clk_io_pct] -clock clk0 [all_outputs]
[flow/design.v]
module Instructions_memory(clock, address, instrucao);
	input clock;
	input [9:0] address;
	output [31:0] instrucao;
	integer clock0 = 0;
	reg [31:0] RAM[80:0];
	always @ (posedge clock) begin
		if (clock0 == 0) begin
			RAM[1] = 32'b100011_00000_11111_0000000000000001;
			RAM[2] = 32'b101010_00000_11110_0000000000000000;
			RAM[3] = 32'b100011_00000_11111_0000000000000001;
			RAM[4] = 32'b100010_00000_00000_0000000000000000;
			RAM[5] = 32'b100011_00000_00001_0000000000000001;
			RAM[6] = 32'b100011_00000_00100_0000000000000000;
			RAM[7] = 32'b100011_00000_00010_0000000000000001;
			RAM[8] = 32'b100011_00000_00011_0000000000000001;
			RAM[9] = 32'b000000_00000_00001_00000_00000_000010;
			RAM[10] = 32'b000100_00000_00100_0000000000111101;
			RAM[11] = 32'b000000_00000_00001_00000_00000_000010;
			RAM[12] = 32'b000100_00000_00100_0000000000111101;
			RAM[13] = 32'b000000_00010_00011_11111_00000_000001;
			RAM[14] = 32'b000000_00000_00001_00000_00000_000010;
			RAM[15] = 32'b000100_00000_00100_0000000000111101;
			RAM[16] = 32'b101010_00000_11111_0000000000000000;
			RAM[17] = 32'b100010_00000_00010_0000000000000000;
			RAM[18] = 32'b000000_00010_00011_11111_00000_000001;
			RAM[19] = 32'b000000_00000_00001_00000_00000_000010;
			RAM[20] = 32'b000100_00000_00100_0000000000111101;
			RAM[21] = 32'b101010_00000_11111_0000000000000000;
			RAM[22] = 32'b100010_00000_00011_0000000000000000;
			RAM[23] = 32'b010000_00000000000000000000001100;
			RAM[25] = 32'b100011_00000_11111_0000000000000010;
			RAM[26] = 32'b101010_00000_11110_0000000000000000;
			RAM[27] = 32'b100010_00000_11111_0000000000000000;
			RAM[28] = 32'b100010_00000_00000_0000000000000000;
			RAM[29] = 32'b100011_00000_00001_0000000000000001;
			RAM[30] = 32'b100011_00000_00010_0000000000000000;
			RAM[31] = 32'b000000_00000_00001_00000_00000_000010;
			RAM[32] = 32'b000100_00000_00010_0000000000111101;
			RAM[33] = 32'b000000_11111_00000_11111_00000_001001;
			RAM[34] = 32'b010000_00000000000000000000011111;
			RAM[35] = 32'b100011_00000_11111_0000000000000011;
			RAM[36] = 32'b101010_00000_11110_0000000000000000;
			RAM[37] = 32'b100010_00000_11111_0000000000000000;
			RAM[38] = 32'b100011_00000_00001_0000000000000010;
			RAM[39] = 32'b000000_11111_00001_11111_00000_000111;
			RAM[40] = 32'b000000_11111_00001_11111_00000_001000;
			clock0 <= 0;
		end
	end
	assign instrucao = RAM[address];
endmodule
==> CHANGELOG.md <==
### Changed

- Worst Min Path Start: address[3]
- Seq share, synth: 0%
- # rows: 23
- CP Launch Type: input port
- Via count: 1532
- Worst path max stage delay: 0.42 ns
- Status: finished, final reports clean
- Avg Cell Area, Syn: 6.63 um^2
- Synth warn: 1346
- Worst vdd ir: 0.0325 mV
- Initial antenna violation count: 0
- Antenna Cells: 0
- Final Slew Violations: 0
- First drt pass iteration count: 4
- Mapped Cells: 172
- Via density per instance: 5.14
- Total negative slack: 0 ns
- Gr usage total: 11.8%
- Gr busiest metal: met2
- Io pins: 43
- P_leak: 0.000869 uW
- Vias in the first global route: 1473
- Tool warnings: 32
- Largest net degree at the start of global routing: 16
- Wire length per cell: 15.3 um
- WHS: 2.37 ns
- Post-synth top area cell: buf_4
- Setup violators final: 0
- Pwr per Cell Area: 103 nW/um^2
- Register area: 0 um^2
- Area leader share: 13.2%
- Final hold viol count: 0
- First-pass GRT wire length: 7.33 mm
- GRT Residual Overflow: 0
- Vert. Die Dim: 86 um
- Crit-path cells: clkdlybuf4s15_2 -> buf_4 -> or3_4 -> nor3_2 -> a21oi_1 -> and4b_1 -> nand3_2 -> or3b_1 -> clkdlybuf4s50_1
- Final total power: 211 uW
- Max cap viols: 0
- Area delta synth->final: 79.9%
- Cell Type Count: 53
- Flops: 0
- Hold-fix buffers, CTS: 0
- Die Size: 7400 um^2
- Crit path DRT: 2.88 ns
- Drt total wl: 4.56 mm
- Worst Hold Class: in2out
- Core Util at FP: 27.7%
- Synth top cell by count: buf_4
- Final GP Congestion: 0.981
- Worst Setup SP: address[4]
- Die Width: 86 um
- Initial DRC count: 94
- Top cells by count: buf_4, nand2_1, nor2_1, nand3_1, o21ai_0
- Synthesized cell area: 1140 um^2
- Final ANT Viol Nets: 0
- Setup Crit Path Kind: in2out
- Dpl hpwl: 3.53 mm
- Met2 usage: 19.5%
- Number of remaining DRC errors: 0
- Post-route minimum period: 3.56 ns
- Layout Utilization: 49.8%
- Met1 Track Usage GR: 16.3%
- Worst setup EP type: output port
- Cell count listed in synth_stat.txt: 172
- # clk buffers: 0
- Worst-path fanout max: 8
- Core ar.: 4120 um^2
- F_max: 281 MHz
- Port bufs: 34
- Ratio of cells with drive above 1 in the final layout: 42.7%
- Critical-path top delay cell: clkdlybuf4s50_1
- Worst EP arrival: 2.84 ns
- YS chip area: 1140 um^2
- RSZ-0062 raised after global routing: yes
- Tcrit/Tclk final: 98.9%
- Met3 Use GR: 2.29%
- Synth area leaders: buf_4, nand3_1, o21ai_0, buf_2, nand2_1
## power by group
part | internal (uW) | total, uW | switching, uW
clock network | 0 | 0 | 0
registers | 0 | 0 | 0
logic | 120 | 211 | 91.0
total | 120 | 211 | 91.0
## routing by layer
metal / up-vias / share of wire (%)
li1: 773 / -
met1: 718 / 46
met2: 41 / 47
met3: 0 / 6.3
met4: 0 / 0
met5: - / 0
## repair_timing
action	CTS	global route
cloned	2	0
resized	40	7
pin swaps	9	9
setup buffers	5	1
endpoints found under the setup margin	19	16
## placed cells by master, fill, tap and decap left out, drive strengths merged, types with 2 or more instances in the layout
master / instances
nand3: 11
o211ai: 2
o31ai: 2
or4b: 2
a21oi: 8
conb: 5
inv: 5
o21ai: 11
a31oi: 2
xnor2: 4
or3b: 3
o21a: 2
nand2: 12
or3: 4
nor4b: 4
nor4: 3
nand2b: 5
nor2b: 3
and4bb: 2
nor3: 9
buf: 71
clkdlybuf4s15: 4
nand3b: 4
nor2: 12
xor2: 3
clkdlybuf4s50: 27
nand4: 6
## layout make-up
class              instances  area [um^2]
fillers                  397         2060
multi-input cells        138         1050
repair buffers           105          920
well taps                 50         62.6
inverters                  5         18.8
## worst paths after layout
kind / to / slack (ns) / depth (start not counted)
hold / removal: instrucao[17] / 2.37 / 5
setup / recovery: instrucao[0] / 0.04 / 9
## critical path, delay by kind of cell
kind | cells | cell delay, ns
AND-OR/OR-AND | 1 | 0.07
buffers and inverters | 3 | 0.82
AND/OR/NAND/NOR | 5 | 1.24
## per-stage QoR
| step | instances | instance area (um^2) | setup WS (ns) |
|---|---|---|---|
| floorplan | 176 | 1150 | 0.720 |
| global placement | 290 | 1830 | -0.335 |
| detailed placement | 290 | 1830 | -0.350 |
| CTS | 297 | 2040 | 0.00479 |
| global route | 298 | 2050 | -0.0296 |
| finish | 298 | 2050 | 0.0392 |
## cells by family (layout without fill, tap and decap cells)
group / Yosys count / count (layout) / synth area share, %
compound gates: 41 / 41 / 26.1
buf+inv: 38 / 110 / 20.7
simple gates: 84 / 84 / 46.5
other cells: 1 / 5 / 0.329
mux: 1 / 1 / 0.878
xor+xnor: 7 / 7 / 5.38
Power and IR drop assume default switching activity.
