==> /design/flow/design.v <==
module ALU (
	data1, data2,
	operation,
	zero,
	aluResult
);
	input [31:0] data1, data2;
	input [5:0] operation;
	output zero;
	output reg [31:0] aluResult;
	always @ (data1 or data2 or operation) begin
		case (operation)
			6'b000001: aluResult = data1 + data2;     
			6'b000010: aluResult = data1 - data2;     
			6'b000011: aluResult = data1 & data2;     
			6'b000100: aluResult = data1 | data2;     
			6'b000101: aluResult = data1 ^ data2;     
			6'b000110: aluResult = ~data1; 		      
			6'b000111: aluResult = data1 << data2;    
			6'b001000: aluResult = data1 >> data2;    
			6'b001001: aluResult = data1 * data2;     
			6'b001010: aluResult = data1 / data2;     
			6'b001011: aluResult = data1 % data2;     
			6'b100000: aluResult = data2;				   
			6'b100001: aluResult = data1 - data2;     
			6'b100010: aluResult = (data1 == data2);  
			default: aluResult = data1; 		         
		endcase
	end
	assign zero = (aluResult == 0);
endmodule
==> /design/flow/run.sh <==
#!/bin/bash
# OpenROAD 26Q1-2900-gdf79404cd8, Yosys 0.63+post, stock flow scripts
make -C /OpenROAD-flow-scripts/flow DESIGN_CONFIG=/design/flow/config.mk WORK_HOME=/design/flow/orfs finish
==> /design/flow/config.mk <==
export PLATFORM = sky130hd
export DESIGN_NAME = ALU
export DESIGN_NICKNAME = ALU
export VERILOG_FILES = /design/flow/design.v
export SDC_FILE = /design/flow/constraint.sdc
export NUM_CORES = 4
export LEC_CHECK = 1
export CORE_UTILIZATION = 50
==> /design/flow/constraint.sdc <==
current_design ALU

set clk_period 333.2
set clk_io_pct 0.2

create_clock -name clk0 -period $clk_period

set non_clock_inputs [all_inputs -no_clocks]
set_input_delay [expr $clk_period * $clk_io_pct] -clock clk0 $non_clock_inputs
set_output_delay [expr $clk_period * $clk_io_pct] -clock clk0 [all_outputs]
==> impl_metrics.prom <==
# HELP chip_impl_metric Synthesis and place-and-route metrics
# TYPE chip_impl_metric gauge
chip_impl_info{name="run_status",value="finished, violations left"} 1
chip_impl_info{name="failing_checks",value="capacitance limit, slew limit"} 1
chip_impl_info{name="timing.critical_path.from_type",value="input pin"} 1
chip_impl_metric{name="detail-route-antenna-nets",unit=""} 0
chip_impl_metric{name="post_cts_hold_buffer_count",unit=""} 0
chip_impl_metric{name="fmax",unit="GHz"} 0.00453
chip_impl_metric{name="detail_route.wl_per_cell",unit="um"} 32.3
chip_impl_metric{name="hold_violations",unit=""} 0
chip_impl_metric{name="timing.critical_path.buf_inv",unit=""} 29
chip_impl_metric{name="detail_route.drc_violations",unit=""} 0
chip_impl_metric{name="detailedPlacementHpwl",unit="um"} 239000
chip_impl_metric{name="final_critical_delay_including_setup_and_external_delays",unit="ns"} 220.72
chip_impl_metric{name="route.detailed.vias_per_inst",unit=""} 6.96
chip_impl_info{name="critPathKind",value="input pin to output pin"} 1
chip_impl_metric{name="core-area",unit="um^2"} 113000
chip_impl_metric{name="die-width",unit="um"} 339
chip_impl_metric{name="grt_pass1_wl",unit="um"} 440000
chip_impl_metric{name="share_of_the_cycle_needed_by_the_critical_path_after_routing",unit="%"} 66.2
chip_impl_metric{name="yosys_warnings",unit=""} 1
chip_impl_metric{name="maximum_number_of_pins_on_one_net_before_global_route_repair",unit=""} 74
chip_impl_metric{name="first_pass_iters",unit=""} 11
chip_impl_metric{name="setup-violations-final",unit=""} 0
chip_impl_info{name="holdCritPathClass",value="input pin to output pin"} 1
chip_impl_metric{name="final.fill_count",unit=""} 11000
chip_impl_metric{name="combGateArea",unit="um^2"} 52800
chip_impl_metric{name="timing.max_slew.rel_slack",unit="%"} -16.2
chip_impl_metric{name="grt_util_all_layers",unit="%"} 54.2
chip_impl_metric{name="yosysChipArea",unit="um^2"} 56900
chip_impl_metric{name="netlist_area",unit="um^2"} 56900
chip_impl_metric{name="post-cts-setup-buffer-count",unit=""} 0
chip_impl_metric{name="chipArea",unit="um^2"} 115000
chip_impl_info{name="endpoint_kind",value="output pin"} 1
chip_impl_info{name="worst_hold_path.endpoint",value="aluResult[5]"} 1
chip_impl_metric{name="die_height",unit="um"} 339
chip_impl_metric{name="critPathMaxStageDelay",unit="ns"} 1.22
chip_impl_metric{name="row_count",unit=""} 123
chip_impl_metric{name="wirelength",unit="um"} 311000
chip_impl_info{name="timing.critical_path.mode_cell",value="sky130_fd_sc_hd__ha_1"} 1
chip_impl_metric{name="flow.area_growth_from_synthesis",unit="%"} 5.72
chip_impl_metric{name="power_switching_share",unit="%"} 62.9
chip_impl_metric{name="route.vias.total",unit=""} 67100
chip_impl_metric{name="leakagePower",unit="nW"} 27.9
chip_impl_metric{name="synth_area_per_cell",unit="um^2"} 6.96
chip_impl_metric{name="tool_warnings",unit=""} 99
chip_impl_metric{name="vdd_ir_drop_max",unit="mV"} 0.0311
chip_impl_info{name="worst_hold_startpoint",value="data2[3]"} 1
chip_impl_metric{name="finish.utilization",unit="%"} 53.4
chip_impl_metric{name="gp_routability_congestion",unit=""} 1.20
chip_impl_metric{name="layout-drive-gt1-share",unit="%"} 5.93
chip_impl_info{name="crit_path_top_delay_cell",value="sky130_fd_sc_hd__a2111oi_0"} 1
chip_impl_metric{name="drv.max_cap_violation_count",unit=""} 2
chip_impl_info{name="cell_class_contributing_the_biggest_share_of_worst_path_delay",value="AND-OR/OR-AND gates"} 1
chip_impl_metric{name="grt_overflow",unit=""} 0
chip_impl_metric{name="register_area",unit="um^2"} 0
chip_impl_metric{name="seq_cells",unit=""} 0
chip_impl_metric{name="layout.clock_buffers",unit=""} 0
chip_impl_metric{name="tightestPinTransition",unit="ns"} 1.70
chip_impl_metric{name="first_iter_violations",unit=""} 8427
chip_impl_metric{name="hold_ws",unit="ns"} 134.51
chip_impl_metric{name="worst_hold_path.num_cells",unit=""} 4
chip_impl_metric{name="post_cts_resize_count",unit=""} 0
chip_impl_metric{name="power_per_cell_area",unit="nW/um^2"} 8.68
chip_impl_metric{name="io_buffers",unit=""} 103
chip_impl_metric{name="yosysUniqueCellTypes",unit=""} 122
chip_impl_metric{name="first_global_vias",unit=""} 62500
chip_impl_metric{name="timing.critical_path.required",unit="ns"} 266.56
chip_impl_info{name="rsz0062_at_grt",value="no"} 1
chip_impl_metric{name="synth_sequential_area_ratio",unit="%"} 0
chip_impl_metric{name="ys_cells",unit=""} 8172
chip_impl_metric{name="fp_util",unit="%"} 50.5
chip_impl_metric{name="switching_power",unit="mW"} 0.328
chip_impl_metric{name="crit_arrival",unit="ns"} 154.08
chip_impl_metric{name="synthCells",unit=""} 8172
chip_impl_metric{name="number_of_antenna_violations_at_the_first_check_in_global_routing",unit=""} 35
chip_impl_metric{name="final-max-slew-violation-count",unit=""} 5
chip_impl_metric{name="finalSetupTns",unit="ns"} 0
chip_impl_metric{name="floorplan.io_pins",unit=""} 103
chip_impl_metric{name="worst-path-max-fanout",unit=""} 40
chip_impl_metric{name="internal",unit="mW"} 0.193
## cells by family after synthesis
| family | share of synthesized area (%) |
|---|---|
| multiplexers | 2.95 |
| adder cells (fa/ha/maj) | 30.9 |
| XOR/XNOR | 7.36 |
| buffers and inverters | 7.38 |
| AND/OR/NAND/NOR | 23.1 |
| AND-OR/OR-AND | 28.3 |
## metrics by stage
| stage | total power, mW | cells | instance area [um^2] | setup WS [ns] |
|---|---|---|---|---|
| floorplan | 0.344 | 8172 | 56900 | 130.25 |
| global placement | 0.495 | 9618 | 60100 | 116.79 |
| detailed placement | 0.495 | 9618 | 60100 | 116.94 |
| CTS | 0.500 | 9618 | 60100 | 116.71 |
| global route | 0.565 | 9626 | 60100 | 109.13 |
| finish | 0.522 | 9642 | 60100 | 112.48 |
## cells in the final DEF (no fill, tap or decap), drive strengths merged, types with 55 or more instances in the layout
cell,count
xor2,186
nand3,194
a21oi,666
o211ai,100
o21ai,421
clkdlybuf4s50,85
nor3,222
o22ai,56
and3,68
and2,55
or3,57
mux2i,73
buf,260
ha,749
a21o,183
nand2b,76
inv,690
a211oi,123
nand2,1113
a31oi,103
xnor2,292
fa,411
nor2,802
nand4,77
o21bai,66
o21a,128
## area by class of cell
class	instances	share of cell area [%]
diodes	24	0.0999
inverters	703	4.40
multi-input cells	7070	87.7
well taps	1500	3.12
repair buffers	345	4.64
## worst max path at each step
| stage | endpoint | slack [ns] | depth (start not counted) | startpoint |
|---|---|---|---|---|
| 4_1_cts | zero | 116.71 | 285 | data2[31] |
| 5_1_grt | zero | 109.13 | 285 | data2[28] |
| 6_report | zero | 112.48 | 280 | data2[31] |
## routing by layer
layer  share of wire (%)  global-route usage [%]  wire [um]  vias up
met5                0.43                    8.66       1340        -
met4                 9.1                    37.2      28400       48
met3                  17                    29.4      53600     1460
met2                  38                    70.2     117000     5539
met1                  36                    67.8     111000    31000
li1                    -                       -          -    29000
## synthesized netlist by cell type (all sizes together), types with 56 or more instances
cell type / instances / area (um^2)
a211oi: 123 / 941
a21o: 183 / 1370
or3: 57 / 357
o21a: 128 / 961
inv: 692 / 2600
ha: 749 / 9370
fa: 411 / 8230
nand2: 1113 / 4180
a21oi: 666 / 3360
mux2i: 73 / 731
and3: 68 / 425
nand2b: 76 / 475
clkbuf: 294 / 1100
o22ai: 56 / 357
o21bai: 66 / 499
nor3: 222 / 1130
xor2: 186 / 1630
nand3: 194 / 981
o21ai: 421 / 2110
buf: 105 / 454
xnor2: 292 / 2560
o211ai: 100 / 761
a31oi: 103 / 657
nand4: 77 / 488
nor2: 802 / 3030
No activity file was given, so power comes from the tool's default toggle rates.
